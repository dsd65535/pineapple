===== flow/design.v =====
module programCounter(clk, sclkPosEdge, pcEn, memAddr, sclk8PosEdge, reset);
parameter addrWidth = 16;  
parameter depth = 41065;  
input clk, sclkPosEdge, pcEn, reset;
output reg[addrWidth-1:0] memAddr;
input sclk8PosEdge;
initial memAddr = 0;
always @(posedge sclk8PosEdge ) begin
	if (pcEn == 1) begin
		if (memAddr == depth - 1) memAddr = 93;
		else memAddr = memAddr + 1;
	end
	if(reset) memAddr=0;
end
endmodule

===== flow/constraint.sdc =====
current_design programCounter

set clk_period 2.7
set clk_io_pct 0.2

create_clock -name clk0 -period $clk_period [get_ports {sclk8PosEdge}]

set non_clock_inputs [all_inputs -no_clocks]
set_input_delay [expr $clk_period * $clk_io_pct] -clock clk0 $non_clock_inputs
set_output_delay [expr $clk_period * $clk_io_pct] -clock clk0 [all_outputs]

===== flow/run.sh =====
#!/bin/bash
# OpenROAD 26Q1-2900-gdf79404cd8, Yosys 0.63+post, stock flow scripts
make -C /OpenROAD-flow-scripts/flow DESIGN_CONFIG=/design/flow/config.mk WORK_HOME=/design/flow/orfs finish

===== flow/config.mk =====
export PLATFORM = sky130hd
export DESIGN_NAME = programCounter
export DESIGN_NICKNAME = programCounter
export VERILOG_FILES = /design/flow/design.v
export SDC_FILE = /design/flow/constraint.sdc
export NUM_CORES = 4
export LEC_CHECK = 1
export CORE_AREA = 10 10 79 79
export DIE_AREA = 0 0 89 89

==> run summary <==
Via-to-Cell Ratio: 4.14
Pre-antenna DRT Iters: 3
Comb power frac: 0.053
Starting DRT DRC Count: 68
Initial Util: 0.173
CP top delay family: buffers and inverters
Arr. time, crit path: 1300 ps
Crit. path cell count: 1
Number of logged tool warnings: 28
Die H: 89 microns
Pre-CTS setup slack: 662 ps
Status: finished clean
Final worst-path cycle share: 0.682
Global-route wire length before repair: 3290 microns
Setup slack, reg-to-reg: 1120 ps
Floorplan row count: 25
Root Driver: clkbuf_8
Slew margin rel.: 0.761
Synth Cell Area: 808 sq um
Setup WS post-layout: 858 ps
Clock insertion delay at the later pin of the skew report: 250 ps
Max Clk Rate: 0.543 GHz
Largest register FFs: 16
Post-Syn Area per Cell: 8.98 sq um
CP endpoint kind: output port
PostCTS Resize Cnt: 0
Switching share of power: 0.213
Seq pwr share: 0.502
Worst Tran Pin Value: 356 ps
Post-Syn Instances: 90
Final hold viol count: 0
Area delta synth->final: 37.0%
Area of the die: 7920 sq um
Wire per inst: 11.6 microns
Worst Reg-to-Reg Cells: 7
Startpoint types: flop
WHS: 558 ps
Longest Clk Path Bufs: 2
Worst Hold Depth: 2
Die W: 89 microns
# DRC: 0
Max IR drop VDD: 130 uV
Clock slew at reported path FFs: 70 ps
Post-synth seq share: 0.396
Inserted Diodes: 0
Overflow after GRT: 0
Fin crit period: 1840 ps
Initial antenna violation count: 0
Via count: 688
Area of the core: 4660 sq um
CP bufs+invs: 1
Maxcap violations: 0
Setup Skew: 2.64 ps
H-tree levels: 1
Post-DP HPWL: 1480 microns
Slowest cell on crit path: clkdlybuf4s50_1
Gr usage total: 0.0505
Max-slew violations: 0
PD cells: 439 nW/um^2
Layout cells sized above 1: 0.0982
Worst hold path class: reg2reg
RSZ-0062 raised after global routing: no
Yosys warns: 1
Setup TNS: 0 ps
Routed wire length: 1930 microns
Vias in the first global route: 711
DP Area: 1050 sq um
CTS tree: yes
Clock power frac: 0.445
Buffers on Ports: 18
Hold_buf cts: 0
P_sw: 0.104 mW
Flops after synth: 16
Post-CTS Setup Bufs: 0
Boundary Pins: 21
Internal power: 0.382 mW
Maximum fanout along the worst path: 9
Crit-path cells: clkdlybuf4s50_1
Cell Type Count: 25
Yosys chip area: 808 sq um
Largest net degree at the start of global routing: 10
Design area: 1110 sq um
Ys cells: 90
Sink Count: 16
Leak pwr: 0.366 nW
Cts bufs inserted: 3
Final setup vio count: 0
Final Wtd Congestion: 0.820
Worst Path Required: 2160 ps
Critical path class: reg2out
Largest stage delay, worst path: 540 ps
Post-layout total power: 0.486 mW
Final antenna-violating net count: 0
-- Yosys cell counts --
master,count,area (sq um)
nor2_1,15,56.3
nor3b_1,1,7.51
and4_2,1,10.0
nor3_1,4,20.0
buf_4,2,15.0
dfxtp_1,16,320
and4b_1,1,10.0
ha_1,2,25.0
nand2_1,2,7.51
nand4_2,1,12.5
mux2i_1,1,10.0
nand4_1,5,31.3
nor2b_1,1,6.26
o21ai_0,2,10.0
nor4_1,5,31.3
a21oi_1,1,5.00
xor2_1,4,35.0
inv_1,5,18.8
xnor2_1,9,78.8
and4bb_2,1,12.5
o21bai_1,2,15.0
nand4_4,1,21.3
nand3_1,5,25.0
buf_6,1,11.3
a31oi_1,2,12.5
-- layout make-up --
type                            count  area (sq um)
Timing Repair Buffer               21           203
Multi-Input combinational cell     66           443
Fill cell                         489          3550
Tap cell                           54          67.6
Inverter                            5          18.8
Sequential cell                    16           320
Clock buffer                        4          55.1
-- metal layers --
layer	GRT usage	vias up	wire length, microns
met1	0.0646	314	895
met4	0.0159	0	40
met5	0	-	0
met3	0.0110	2	117
met2	0.0831	9	876
li1	-	363	-
-- cell families (layout without fill, tap and decap cells) --
group                      Yosys count  count (layout)  synth area share
and+or+nand+nor                     43              43             0.311
xor gates and xnor gates            13              13             0.141
DFF                                 16              16             0.396
adders and majority gates            2               2            0.0310
muxes                                1               1            0.0124
AOI/OAI and AO/OA                    7               7            0.0526
buffers and inverters                8              30            0.0557
-- stage by stage --
step	util	cells
finish	0.238	166
global route	0.238	166
CTS	0.238	166
detailed placement	0.226	162
global placement	0.226	162
floorplan	-	90
-- layout by cell type (no fill, tap or decap), types with 2 or more instances in the layout --
master	Yosys	layout
clkbuf_8	0	4
nor4_1	5	5
nand2_1	2	2
nand3_1	5	5
clkdlybuf4s50_1	0	18
ha_1	2	2
a31oi_1	2	2
nor3_1	4	4
xnor2_1	9	9
nand4_1	5	5
buf_4	2	3
o21ai_0	2	2
dfxtp_1	16	16
inv_1	5	5
o21bai_1	2	2
xor2_1	4	4
nor2_1	15	15
-- final timing paths --
path	start	end
hold / removal	memAddr[15]	memAddr[15]
setup / recovery	memAddr[2]	memAddr[2]
hold reg to reg	memAddr[15]	memAddr[15]
setup reg to reg	memAddr[0]	memAddr[13]
-- power by group through the flow --
| stage | Combinational, mW | Clock [mW] | Sequential [mW] |
|---|---|---|---|
| global route | 0.0289 | 0.234 | 0.244 |
| CTS | 0.0264 | 0.223 | 0.244 |
| finish | 0.0257 | 0.216 | 0.244 |
No activity file was given, so power comes from the tool's default toggle rates.
