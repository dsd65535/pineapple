## ./design.v

```verilog
module inputconditioner(clk, noisysignal, conditioned, positiveedge, negativeedge);
output reg conditioned = 0;
output reg positiveedge = 0;
output reg negativeedge = 0;
input clk, noisysignal;
parameter counterwidth = 5;
parameter waittime = 10;
reg[counterwidth-1:0] counter = 0;
reg sync0 = 0;
reg sync1 = 0;
always @(posedge clk) begin
	if (conditioned == sync1) begin
		counter <= 0;
		positiveedge <= 0;
		negativeedge <= 0;
	end else begin 
		if (counter == waittime) begin
			counter <= 0;
			conditioned <= sync1;
			if (sync1 == 1) begin
					positiveedge <= 1;
			end else begin
					negativeedge <= 1;
			end
		end else begin
			counter <= counter + 1;
		end
	end
	sync1 = sync0;
	sync0 = noisysignal;
end
endmodule
module testConditioner;
wire conditioned;
wire rising;
wire falling;
reg pin, clk;
reg ri;
always @(posedge clk) ri=rising;
inputconditioner dut(clk, pin, conditioned, rising, falling);
initial clk=0;
always #10 clk=!clk;     
initial begin
$display("Test Edge Finding");
pin=0; #1010
$display("pin=0; #1010 | expect 0 0 0 0");
$display("pin: %b | conditioned: %b | rising: %b | falling: %b", pin, conditioned, rising, falling);
pin=1; #20
$display("pin=1; #20 | expect 1 0 0 0");
$display("pin: %b | conditioned: %b | rising: %b | falling: %b", pin, conditioned, rising, falling);
#240
$display("wait #240 | expect 1 1 1 0");
$display("pin: %b | conditioned: %b | rising: %b | falling: %b", pin, conditioned, rising, falling);
#100
pin=0;
$display("wait #100 pin=0; | expect 0 1 0 0");
$display("pin: %b | conditioned: %b | rising: %b | falling: %b", pin, conditioned, rising, falling);
#250
$display("wait #250 | expect 0 0 0 1");
$display("pin: %b | conditioned: %b | rising: %b | falling: %b", pin, conditioned, rising, falling);
$display("----------------------------------------------------------");
$display("Test Cleaning");
#250
pin=1;
$display("wait #250 pin=1; | expect 1 0 0 0");
$display("pin: %b | conditioned: %b | rising: %b | falling: %b", pin, conditioned, rising, falling);
#200
$display("wait #200 | expect 1 0 0 0");
$display("pin: %b | conditioned: %b | rising: %b | falling: %b", pin, conditioned, rising, falling);
pin=0; #250
$display("pin=0; #250 | expect 0 0 0 0");
$display("pin: %b | conditioned: %b | rising: %b | falling: %b", pin, conditioned, rising, falling);
end
endmodule
```

## ./run.sh

```bash
#!/bin/bash
# OpenROAD 26Q1-2900-gdf79404cd8, Yosys 0.63+post, stock flow scripts
make -C /OpenROAD-flow-scripts/flow DESIGN_CONFIG=/design/flow/config.mk WORK_HOME=/design/flow/orfs finish
```

## ./config.mk

```make
export PLATFORM = sky130hd
export DESIGN_NAME = inputconditioner
export DESIGN_NICKNAME = inputconditioner
export VERILOG_FILES = /design/flow/design.v
export SDC_FILE = /design/flow/constraint.sdc
export NUM_CORES = 4
export LEC_CHECK = 1
export CORE_AREA = 10 10 70 70
export DIE_AREA = 0 0 80 80
```

## ./constraint.sdc

```tcl
current_design inputconditioner

set clk_period 2.0
set clk_io_pct 0.2

create_clock -name clk0 -period $clk_period [get_ports {clk}]

set non_clock_inputs [all_inputs -no_clocks]
set_input_delay [expr $clk_period * $clk_io_pct] -clock clk0 $non_clock_inputs
set_output_delay [expr $clk_period * $clk_io_pct] -clock clk0 [all_outputs]
```

==> results.txt <==
fresh numbers from the pnr run: outcome completed, pin count of the biggest net entering global routing 7, type of the worst setup path register to primary output, worst path arrival time 1.19 ns, Via density 2.78, clock power share 0.380, Post-Route WL 563 um, CTS tree yes, fin crit period between 1.5 and 2 ns, Total Routing Usage GR 0.0196, Port Buffer Count 4, Reg power frac 0.573, delay-heaviest family, CP buffers and inverters, cts hold-fix bufs 0, DR WL/cell 6.40 um, GR Overflow Total 0, Synth Seq Share 0.560, mean area per synthesized cell 11.0 um2, CP Capture Type primary output, drt first pass iters 2, row cnt 21, Num CTS Buffers 3, RSZ-0062 raised after global routing no, clk sinks 10, num ports 5, Slowest-stage cell, CP clkdlybuf4s50_1, Worst Setup Start Kind register, layout cells sized above 1 0.167, clock-pin slew on the worst setup and hold paths around 0.07 ns, post-cts sizing count 0, WP data required roughly 1.6 ns, Int Power 0.000297 W, slew margin rel. 0.878, Cells after Synth 34, die width around 80 um, Fin Setup TNS 0 ns, Clock Tree Buf Depth 2, final setup fails 0, worst hold-check path type register to register, initial antenna violation count 0, Tcrit/Tclk final 0.795, RR Startpoint conditioned, CTS root buffer clkbuf_4, synth unique cells 16, Max stage delay on crit path ~0.50 ns, DR iter-0 viols 4, CP bufs+invs 1, critical-path cell list clkdlybuf4s50_1, leakage power between 0.15 and 0.2 nW, worst setup path startpoint conditioned, max frequency 0.629 GHz, Die ar. 0.00640 mm2, crit path max fanout 4, Synth Cell Area between 300 and 400 um2, first-pass GRT wire length 1020 um, final hold viol count 0, GPL Wtd Cong 0.732, Post-DP HPWL 450 um, Final Non-Filler Cells between 80 and 90, Power per Cell Area 756 mW/mm2, Post-route DRC 0, # diodes 0, via count 245, Slew @ Worst Pin about 0.18 ns, placed insts 84, H-tree levels 1, P_sw 0.0000807 W, Area growth, synth to finish 33.0%, post-CTS setup buffer count 0, Post-DRT Antenna Nets 0, OpenROAD warnings 26, Comb pwr share 0.047, HP Start sync0, Flops after synth 10, Chip Area, Yosys 375 um2, worst skew pair latency between 0.2 and 0.3 ns, Die H 80 um, maxcap violations 0, yosys warns 1, Net Sw Frac 0.214, number of global-route vias before repair ~260, Pins Over Slew Limit 0, Final Skew 0.00568 ns, total power 0.000378 W, core area 0.00342 mm2, worst vdd ir 0.258 mV, yosys stat cell total 34, Starting Density 0.110
-- cells in the mapped netlist, drive strengths merged --
cell,instances,area share
nor2,6,0.060
edfxtp,1,0.080
nand2b,2,0.040
nand4bb,1,0.043
ha,2,0.067
xor2,3,0.090
nand2,3,0.037
o21ai,2,0.027
dfxtp,9,0.48
nand3,2,0.027
and2,1,0.017
inv,1,0.010
xnor2,1,0.023
-- layout make-up --
type / count / area, um2
Clock buffer: 4 / 26.3
Inverter: 1 / 3.75
Sequential cell: 10 / 210
Multi-Input combinational cell: 23 / 161
Timing Repair Buffer: 4 / 40.0
Tap cell: 46 / 57.6
Fill cell: 400 / 2920
-- worst paths after layout --
kind | end | slack (ns) | cells after the start
worst max register to register | conditioned | 0.80 | 3
worst min-delay path | sync1 | 0.33 | 0
worst min register to register | sync1 | 0.33 | 0
worst max-delay path | conditioned | 0.41 | 1
-- stage by stage --
stage | utilization | setup slack, ns | hold WS (ns) | area, um2
floorplan | - | 0.885 | 0.310 | 375
global placement | 0.138 | 0.688 | 0.317 | 473
detailed placement | 0.138 | 0.665 | 0.318 | 473
CTS | 0.146 | 0.383 | 0.332 | 499
global route | 0.146 | 0.348 | 0.342 | 499
finish | 0.146 | 0.411 | 0.329 | 499
-- cell usage in the layout, fill, tap and decap left out --
master,synthesis,final
inv_1,1,1
dfxtp_1,9,9
nand2b_2,1,1
clkbuf_1,0,1
clkbuf_4,0,3
nand4bb_2,1,1
ha_1,2,2
edfxtp_1,1,1
xnor2_1,1,1
nand2_2,1,1
clkdlybuf4s50_1,0,4
nand3_1,2,2
nand2b_1,1,1
and2_1,1,1
nand2_1,2,2
nor2_1,6,6
o21ai_0,2,2
xor2_2,1,1
xor2_1,2,2
-- flip-flops by register name, indices dropped and copies added, names as in the netlist --
name and cells:
conditioned 1, positiveedge 1, negativeedge 1, sync0 1, counter 5, sync1 1
-- routing by layer --
metal / GRT usage / vias up / routed length [um]
met5: 0 / - / 0
met3: 0.0170 / 0 / 58
met4: 0.00352 / 0 / 0
met2: 0.0273 / 6 / 195
li1: - / 127 / -
met1: 0.0225 / 112 / 309
-- cell families after synthesis --
group | after synthesis | synth area share
xor+xnor | 4 | 0.113
flops | 10 | 0.560
fa+ha+maj | 2 | 0.0667
buf+inv | 1 | 0.00999
simple gates | 15 | 0.223
compound gates | 2 | 0.0267
-- power groups by stage --
stage | clock network (W) | registers (W) | logic [W]
CTS | 0.000148 | 0.000216 | 0.0000182
global route | 0.000156 | 0.000217 | 0.0000210
finish | 0.000143 | 0.000216 | 0.0000179
Power figures rest on the tool's default switching activity, not on a simulated workload.
