$ cat flow/design.v
module serialClock(clk, sclk, sclkPosEdge, sclkNegEdge, sclk8PosEdge);
input clk;
output reg sclk, sclkPosEdge, sclkNegEdge, sclk8PosEdge;
parameter bits = 5;
parameter counttime = 2**bits-1;
reg[bits-1:0] count;
reg[2:0] count8;
initial count = 0;
initial count8 = 0;
initial sclk = 0;
always @(posedge clk) begin
	if (count == 0) begin
		if (sclk == 0) begin
			sclkPosEdge = 1;
			if (count8==0) sclk8PosEdge = 1;
			count8=(count8+1);
		end else begin
			sclkNegEdge = 1;
		end
		sclk=!sclk;
	end else begin
		sclkPosEdge = 0;
		sclkNegEdge = 0;
		sclk8PosEdge = 0;
	end
	count = (count + 1);
	if (count == counttime) count = 0;
end
endmodule
module testSclk;
reg clk;
wire sclk, sclkPosEdge, sclkNegEdge, sclk8PosEdge;
serialClock sc(clk, sclk, sclkPosEdge, sclkNegEdge, sclk8PosEdge);
initial clk = 0;
always #10 clk=!clk;
endmodule
module mosiFF(clk, sclkNegEdge, d, q);
input clk, sclkNegEdge, d;
output reg q;
always @(posedge sclkNegEdge) begin
	q <= d;
end
endmodule
module testMosiFF;
reg clk, d;
wire q, sclkPosEdge, sclkNegEdge, sclk;
serialClock #(2) sc(clk, sclk, sclkPosEdge, sclkNegEdge);
mosiFF mff(clk, sclkNegEdge, d, q);
initial clk=0;
always #10 clk=!clk;
initial begin
d = 1;
#500
d = 0;
end
endmodule
$ cat flow/run.sh
#!/bin/bash
# OpenROAD 26Q1-2900-gdf79404cd8, Yosys 0.63+post, stock flow scripts
make -C /OpenROAD-flow-scripts/flow DESIGN_CONFIG=/design/flow/config.mk WORK_HOME=/design/flow/orfs finish
$ cat flow/config.mk
export PLATFORM = sky130hd
export DESIGN_NAME = serialClock
export DESIGN_NICKNAME = serialClock
export VERILOG_FILES = /design/flow/design.v
export SDC_FILE = /design/flow/constraint.sdc
export NUM_CORES = 4
export LEC_CHECK = 1
export CORE_AREA = 10 10 70 70
export DIE_AREA = 0 0 80 80
$ cat flow/constraint.sdc
current_design serialClock

set clk_period 1.4
set clk_io_pct 0.2

create_clock -name clk0 -period $clk_period [get_ports {clk}]

set non_clock_inputs [all_inputs -no_clocks]
set_input_delay [expr $clk_period * $clk_io_pct] -clock clk0 $non_clock_inputs
set_output_delay [expr $clk_period * $clk_io_pct] -clock clk0 [all_outputs]
==> job_summary.md <==
## PnR job results

| Metric | Value |
|---|---|
| Filler cells | 368 |
| Pre-CTS setup slack | -26.0 ps |
| Worst path arrival time | between 1000 and 1500 ps |
| Total number of vias | approximately 460 |
| Final tally of setup violations | 0 |
| Main area contributors | dfxtp_1, edfxtp_1, ha_1 |
| Layout cells sized above 1 | roughly 23% |
| Drt drc | 0 |
| Vias in the first global route | roughly 440 |
| First DRT Iteration DRCs | 12 |
| Insertion Delay late pin | approximately 270 ps |
| Leak Pwr | 0.316 nW |
| Clk slew on worst S/H paths | ~70 ps |
| Buffers on Ports | 4 |
| H-Tree Depth | 1 |
| Crit path capture | sclk8PosEdge |
| Post-route cell area | slightly below 800 sq um |
| Placed insts | around 120 |
| Chip width | 80 microns |
| Slew margin rel. | about 80% |
| Via density | 3.79 |
| Most frequent cell after synthesis | inv_1 |
| Die area | 6400 sq um |
| Initial antenna violation count | 0 |
| Post-synthesis cell count | 63 |
| Cts hold-fix bufs | 0 |
| Worst R2R Setup Slack | around 90 ps |
| Tmin final | 1350 ps |
| Max-cap violation count | 0 |
| PD cells | 736 nW/um^2 |
| Largest net degree at the start of global routing | 9 |
| Most frequent cells after synthesis | inv_1, dfxtp_1, nor2_1 |
| Final Wtd Congestion | between 0.8 and 0.9 |
| First drt pass iteration count | 4 |
| Synth Register Bits | 12 |
| Final Hold Vio Count | 0 |
| Async SR Flop Fraction | 0% |
| Setup TNS | 0 ps |
| Avg Cell Area, Syn | between 9 and 10 sq um |
| Post-synth seq share | between 40% and 50% |
| Fp util | around 18% |
| GRT overflow | 0 |
| Synth warnings | 1 |
| Worst stage delay on the critical path | approximately 460 ps |
| Max Clock Freq | roughly 740 MHz |
| Max-slew violations | 0 |
| Detail Route Antenna Nets | 0 |
| Critical path fanouts, max | 2 |
| WL final | roughly 1100 microns |
| Row Count | 21 |
| Hold crit path type | reg2reg |
| Num CTS Buffers | 3 |
| Setup WS post-layout | ~53 ps |
| Diodes inserted | 0 |
| Post-route clock period utilization | a little over nine tenths |
| Type of the worst setup path | reg2out |
| GR Util All Layers | 3.44% |
| Hold Slack | 453 ps |
| RR Startpoint | count[0]$_SDFF_PN0_ |
| Crit path DRT | 1120 ps |
| Post-synthesis cell type count | 23 |
| Post-synth EDFFs | 4 |
| Wire length per cell | a little under 9 microns |
| I/O pin total | 5 |
| Bufs on Longest Clock Path | 2 |
| Slowest cell on crit path | clkdlybuf4s50_1 |
| Yosys Chip Area | 608 sq um |
| Core area | about 3400 sq um |
| RSZ-0062 raised after global routing | false |
| Critical Path End Type | primary output |
| Log Warnings | 28 |
| Post-Route Skew | roughly 2.4 ps |
| Sink Count | 12 |
| Max rail drop VDD | between 300 and 400 uV |
| Worst setup SP type | flip-flop |
| Outcome | complete, no violations |
| Critical Path, Cell by Cell | clkdlybuf4s50_1 |
| CTS root buf | clkbuf_4 |
| Crit. Startpoint | sclk8PosEdge$_SDFFE_PP0P_ |
| Placed Area | approximately 720 sq um |
| Layout Cells excl Fill | roughly 120 |
| CTS tree | yes |
| Worst r2r dst | count[3]$_SDFF_PN0_ |
| WP buf/inv | 1 |
| Post-synth top area cell | dfxtp_1 |
| Die H | 80 microns |
| Commonest flop | dfxtp_1 |
| CP top delay family | buffers and inverters |
| First-pass GRT wire length | between 1500 and 2000 microns |
| Synth-to-Final Area Change | 28.6% |
| Area leader share | around a quarter |
| Worst slew pin tran | between 200 and 300 ps |
| Cells in synth_stat.txt | around 63 |
| FF-to-FF path depth | 5 |
| Mapped Area | slightly above 600 sq um |
| Worst path depth | 1 |
==> how the worst min path moves through the flow <==
stage / start / to / slack [ps] / cells past startpoint
CTS: sclkPosEdge$_SDFFE_PP0N_ / sclkPosEdge$_SDFFE_PP0N_ / 470 / 1
global route: sclkPosEdge$_SDFFE_PP0N_ / sclkPosEdge$_SDFFE_PP0N_ / 470 / 1
finish: sclkPosEdge$_SDFFE_PP0N_ / sclkPosEdge$_SDFFE_PP0N_ / 450 / 1
==> cell type report <==
type	instances	area, sq um	area share, %
sequential	12	287	36.6
clock buffer	4	26.3	3.36
timing repair buffer	9	80.1	10.2
multi-input combinational	41	298	38.1
inverter	9	33.8	4.32
tap	46	57.6	7.36
==> power by group <==
| group | leakage, nW | internal, W | switching [W] |
|---|---|---|---|
| Combinational | 0.188 | 0 | 0 |
| Sequential | 0.113 | 0.000355 | 0 |
| Clock | 0.0150 | 0.000110 | 0.000110 |
| Total | 0.316 | 0.000465 | 0.000110 |
==> sequential cells by signal, indices dropped and copies added (netlist names) <==
signal and cells:
count 5, count8 3, sclk 1, sclk8PosEdge 1, sclkNegEdge 1, sclkPosEdge 1
==> routing by layer <==
layer	track usage [%]	wire (microns)	share of wire, %	up-vias
li1	-	-	-	240
met4	0.880	0	0	0
met2	5.06	483	45	11
met3	1.14	77	7.2	0
met1	4.73	511	48	208
met5	0	0	0	-
==> layout by cell type, fill, tap and decap left out, drive strengths merged, types with 2 or more instances in the layout <==
| master | instances |
|---|---|
| buf | 5 |
| o21ai | 3 |
| clkdlybuf4s50 | 3 |
| nor2 | 7 |
| nand2b | 2 |
| clkbuf | 4 |
| a21oi | 5 |
| xor2 | 2 |
| inv | 9 |
| nand3 | 4 |
| edfxtp | 4 |
| dfxtp | 8 |
| nand2 | 3 |
| ha | 5 |
==> per-stage QoR <==
stage	total power (W)	utilization [%]
after floorplan	0.000365	-
after global placement	0.000365	21.2
final	0.000575	22.9
after CTS	0.000591	22.2
after global routing	0.000597	22.9
after detailed placement	0.000365	21.2
==> what timing repair did <==
action                     CTS  global route
setup endpoints to repair    2             5
resized                      1             8
setup buffers                1             0
==> cells by family after synthesis <==
| logic type | synth area share [%] |
|---|---|
| AND/OR/NAND/NOR | 17.5 |
| AND-OR/OR-AND | 15.8 |
| flip-flops | 46.1 |
| XOR/XNOR | 2.88 |
| buffers and inverters | 7.41 |
| adder cells (fa/ha/maj) | 10.3 |
No activity file was given, so power comes from the tool's default toggle rates.
